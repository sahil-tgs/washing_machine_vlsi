File: flow/config.mk
export PLATFORM = sky130hd
export DESIGN_NAME = Washing_Machine
export DESIGN_NICKNAME = Washing_Machine
export VERILOG_FILES = /design/flow/design.v
export SDC_FILE = /design/flow/constraint.sdc
export NUM_CORES = 4
export LEC_CHECK = 1
export CORE_AREA = 10 10 70 70
export DIE_AREA = 0 0 80 80
File: flow/constraint.sdc
current_design Washing_Machine

set clk_period 1.2
set clk_io_pct 0.2

create_clock -name clk0 -period $clk_period [get_ports {Clock}]

set non_clock_inputs [all_inputs -no_clocks]
set_input_delay [expr $clk_period * $clk_io_pct] -clock clk0 $non_clock_inputs
set_output_delay [expr $clk_period * $clk_io_pct] -clock clk0 [all_outputs]
File: flow/design.v
module Washing_Machine (
    input Clock,
    input Reset,
    input Start,
    input Door_Close,
    input Filled,
    input Drained,
    input Detergent_Added,
    input Cycle_Timeout,
    input Spin_Timeout,
    output reg Motor_on,
    output reg Fill_valve_on,
    output reg Drained_valve_on,
    output reg Door_Lock,
    output reg Done
);
    parameter Check_Door = 3'b000;
    parameter Fill_Water = 3'b001;
    parameter Add_Detergent = 3'b010;
    parameter Cycle = 3'b011;
    parameter Drain_Water = 3'b100;
    parameter Spin = 3'b101;
    reg [2:0] Current_State, Next_State;
    always @(posedge Clock, negedge Reset) begin
        if (Reset == 0) begin
            Current_State <= Check_Door;
        end else begin
            Current_State <= Next_State;
        end
    end
    always @(*) begin
        case (Current_State)
            Check_Door: begin
                if (Start == 1 && Door_Close == 1) begin
                    Next_State = Fill_Water;
                    Motor_on <= 0;
                    Fill_valve_on <= 0;
                    Drained_valve_on <= 0;
                    Door_Lock <= 1;
                    Done <= 0;
                end else begin
                    Next_State = Current_State;
                    Motor_on <= 0;
                    Fill_valve_on <= 0;
                    Drained_valve_on <= 0;
                    Door_Lock <= 0;
                    Done <= 0;
                end
            end
            Fill_Water: begin
                if (Filled == 1) begin
                    Next_State = Add_Detergent;
                    Motor_on <= 0;
                    Fill_valve_on <= 0;
                    Drained_valve_on <= 0;
                    Door_Lock <= 1;
                    Done <= 0;
                end else begin
                    Next_State = Current_State;
                    Motor_on <= 0;
                    Fill_valve_on <= 1;
                    Drained_valve_on <= 0;
                    Door_Lock <= 1;
                    Done <= 0;
                end
            end
            Add_Detergent: begin
                if (Detergent_Added == 1) begin
                    Next_State = Cycle;
                    Motor_on <= 0;
                    Fill_valve_on <= 0;
                    Drained_valve_on <= 0;
                    Door_Lock <= 1;
                    Done <= 0;
                end else begin
                    Next_State = Current_State;
                    Motor_on <= 0;
                    Fill_valve_on <= 0;
                    Drained_valve_on <= 0;
                    Door_Lock <= 1;
                    Done <= 0;
                end
            end
            Cycle: begin
                if (Cycle_Timeout == 1) begin
                    Next_State = Drain_Water;
                    Motor_on <= 0;
                    Fill_valve_on <= 0;
                    Drained_valve_on <= 0;
                    Door_Lock <= 1;
                    Done <= 0;
                end else begin
                    Next_State = Current_State;
                    Motor_on <= 1;
                    Fill_valve_on <= 0;
                    Drained_valve_on <= 0;
                    Door_Lock <= 1;
                    Done <= 0;
                end
            end
            Drain_Water: begin
                if (Drained == 1) begin
                    Next_State = Spin;
                    Motor_on <= 0;
                    Fill_valve_on <= 0;
                    Drained_valve_on <= 1;
                    Door_Lock <= 1;
                    Done <= 0;
                end else begin
                    Next_State = Current_State;
                    Motor_on <= 0;
                    Fill_valve_on <= 0;
                    Drained_valve_on <= 1;
                    Door_Lock <= 1;
                    Done <= 0;
                end
            end
            Spin: begin
                if (Spin_Timeout == 1) begin
                    Next_State = Check_Door;
                    Motor_on <= 0;
                    Fill_valve_on <= 0;
                    Drained_valve_on <= 0;
                    Door_Lock <= 0;
                    Done <= 1;
                end else begin
                    Next_State = Current_State;
                    Motor_on <= 0;
                    Fill_valve_on <= 0;
                    Drained_valve_on <= 1;
                    Door_Lock <= 1;
                    Done <= 0;
                end
            end
            default: begin
                Next_State = Check_Door;
            end
        endcase
    end
endmodule
File: flow/run.sh
#!/bin/bash
# OpenROAD 26Q1-2900-gdf79404cd8, Yosys 0.63+post, stock flow scripts
make -C /OpenROAD-flow-scripts/flow DESIGN_CONFIG=/design/flow/config.mk WORK_HOME=/design/flow/orfs finish
==> deck_impl_summary.md <==
Synthesis and Place & Route Summary

Outcome
  – Status: completed

Clock tree
  – Cts hold-fix bufs: 0
  – Setup Fix Bufs, Post-CTS: 0
  – Max Buffers Root-to-Sink: 2
  – Skew-Pair Late Insertion Delay: 0.25 ns
  – TritonCTS Buffers: 3
  – CTS root buf: clkbuf_4
  – Clk slew on worst S/H paths: approximately 0.050 ns
  – CTS tree: done
  – CTS resizes: 0
  – Depth of the CTS H-tree: 1

Global route
  – Met3 usage in global routing: 1.59%
  – GRT Max-Usage Layer: met2
  – GRT Residual Overflow: 0
  – Total Routing Usage GR: 2.68%
  – Vias in the first global route: 298
  – Met1 Use GR: 2.64%
  – Initial antenna violation count: 0
  – Met2 Use GR: 4.65%
  – Largest net degree at the start of global routing: 7
  – First-pass GRT wire length: between 1 and 1.5 mm

Detailed routing
  – Drt wl/cell: 8.35 um
  – DRT iter0 DRCs: 20
  – Pre-antenna DRT Iters: 2
  – Via density: 2.84
  – Routed Antenna Nets: 0
  – Ant diodes: 0
  – Post-route DRC: 0
  – Vias: 267
  – Final WL: 785 um

STA
  – Max Clk Rate: 1150 MHz
  – Register pins left without a clock: 5
  – Period minus WS final: 0.866 ns
  – Clock Skew: about 0.0047 ns
  – Worst-Margin Slew: 0.256 ns
  – Hold Fails Final Rpt: 0
  – Final Slew Violations: 0
  – Final setup viols: 0
  – Min Hold Slack: 0.226 ns
  – Period Utilization, post-route: 72.2%
  – RSZ-0062 raised after global routing: no
  – Slew headroom: 82.9%
  – Post-route setup TNS: 0 ns
  – Number of unconstrained endpoints: 10

Power
  – Psw: 170 uW
  – Leakage: 0.247 nW
  – Logic pwr share: approximately a quarter
  – Clock Power Share: 26.3%
  – Worst IR drop on VDD: 0.000239 V
  – Pwr dens: 1340 mW/mm2
  – P_int: 583 uW
  – Sw Ratio: 22.6%
  – Flop pwr share: 49.9%
  – Overall power: 753 uW

Yosys
  – Cell taking the most area after synthesis: dfrtp_1
  – Post-Syn Instances: 31
  – Netlist Area Pre-Place: 348 um2
  – Yosys cell count: 31
  – Syn avg cell area: approximately 11 um2
  – Post-synth area hogs: dfrtp_1 (36%), dlxtn_1 (22%), dfstp_2 (7.6%), nand2_1 (6.5%), a21o_1 (4.3%)
  – Netlist cell types: 14
  – Chip Area, Yosys: 348 um2
  – Register bit total from synthesis: 11
  – Top cell area share: 36.0%
  – Ys Warns: 1

Floorplanning
  – Die y size: 80 um
  – Number of I/O pins: 14
  – Die X-Extent: 80 um
  – Rows: 21
  – Core area: around 0.0034 mm2
  – Core Util at FP: 10.2%
  – Die Footprint: 0.00640 mm2

Worst setup path
  – CP max FO: 3
  – Crit path DRT: 1.33 ns
  – Worst Setup End Kind: register
  – CP Data Arrival Time: 1.00 ns
  – Critical path launch point type: register
  – WS Path Type: register to register

Place
  – HPWL after DPL: ~720 um
  – Gpl congestion: 0.766
  – # port buffers: 13
  – Dpl cells: roughly 90

Layout
  – Fin cells: ~94
  – Fillcell total: 394
  – Layout cell share with drive strength beyond 1: about 15%
  – Reg area: 226 um2
  – Gate Area: between 100 and 150 um2
  – Final Core Density: about 16%
  – Synth-to-layout area growth: 61.5%

Flow run
  – Maxcap violations: 0
  – OpenROAD warnings: 25

Hold path
  – Hold WC Path Type: input pin to async pin
==> area by class of cell <==
cell class	instances	share of cell area, %
Sequential cell	11	40.3
Timing Repair Buffer	13	23.2
Multi-Input combinational cell	18	20.3
Tap cell	46	10.2
Clock buffer	4	4.68
Inverter	2	1.34
==> sequential cells by signal, summed over array words and instances (netlist names) <==
name              flops
Done                  1
Current_State         6
Door_Lock             1
Drained_valve_on      1
Motor_on              1
Fill_valve_on         1
==> synth_stat cells <==
cell type / instances
nand2b_1: 1
nor2b_1: 2
dfstp_2: 1
nand2_1: 6
dfrtp_1: 5
inv_1: 2
nor3b_2: 1
nor4_2: 1
a21o_1: 2
o21ai_0: 2
o211ai_1: 1
and2_1: 1
a31o_2: 1
dlxtn_1: 5
==> cells by family (layout without fill, tap and decap cells) <==
| logic type | count (synthesis) | in the layout | synth area share, % |
|---|---|---|---|
| latches | 5 | 5 | 21.6 |
| compound gates | 6 | 6 | 11.9 |
| flops | 6 | 6 | 43.5 |
| buf+inv | 2 | 19 | 2.16 |
| simple gates | 12 | 12 | 20.9 |
==> per-layer routing <==
layer / part of all wire [%] / up-vias
met2: 52 / 10
met3: 11 / 3
met5: 0 / -
li1: - / 137
met1: 34 / 117
met4: 3.1 / 0
==> per-stage QoR <==
stage	instance area [um2]	worst slack [ns]
3_5_place_dp	536	0.0915
2_1_floorplan	348	0.379
6_report	562	0.334
5_1_grt	562	0.305
4_1_cts	562	0.328
3_3_place_gp	536	0.111
==> placed cells by master, fill, tap and decap left out <==
cell type and count:
dfstp_2 1, nor4_2 1, clkdlybuf4s50_1 13, clkbuf_1 1
nand2_1 6, and2_1 1, nor3b_2 1, nor2b_1 2
nand2b_1 1, o21ai_0 2, dlxtn_1 5, clkbuf_4 3
a21o_1 2, a31o_2 1, inv_1 2, o211ai_1 1
dfrtp_1 5
==> power groups by stage <==
stage,combinational (mW),sequential [mW],clock [mW]
global route,0.210,0.385,0.222
finish,0.180,0.376,0.198
CTS,0.186,0.376,0.208
==> worst paths after layout <==
check,startpoint,endpoint,slack (ns),depth (start not counted)
hold reg to reg,Current_State[0],Current_State[0],0.53,1
setup / recovery,Current_State[3],Current_State[3],0.33,2
max in group asynchronous,Reset,Current_State[0],0.70,1
hold / removal,Reset,Current_State[2],0.23,1
min in group clk0,Current_State[0],Current_State[0],0.53,1
setup reg to reg,Current_State[3],Current_State[3],0.33,2
==> critical path: stages, from the launching register on <==
cell     delay (ns)
dfrtp_1        0.40
nor2b_1        0.15
a31o_2         0.20
Power and IR drop assume default switching activity.
